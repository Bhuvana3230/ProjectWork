--- design/flow/design.v ---
`timescale 1ns / 1ps
module mod100(clk,an1,ca);
input clk;
output reg [7:0]an1=0;
output reg [7:0]ca=0;
wire [7:0]ca1,ca2;
reg [3:0]mod1=0;
reg [3:0]mod2=0;
reg clk1=0;
reg clk2=0;
reg m=0;
integer count1=0;
integer count2=0;
always@(posedge clk)
begin
if (count1==50000000)
    begin
        count1<=0;
        clk1<=~clk1;
    end
else
    begin
        count1<=count1+1;
    end
if (count2==10000)
    begin
        count2<=0;
        clk2<=~clk2;
    end
else
    begin
    count2<=count2+1;
    end
end
always@(posedge clk1)
begin
if (mod1<9)
    begin
        mod1<=mod1+1;
    end
else
   mod1<=0;
if( mod2<=9)
    begin
       if (mod1==9)
            begin
                if (mod2<9)
                mod2<=mod2+1;
                else
                    mod2<=0;
            end
        else
            mod2<=mod2;
    end  
else
    begin
        mod2<=0;
    end
end
always@(posedge clk2)
begin
case(m)
0:begin
        an1<=8'b11111110;
        m<=~m;
        ca<=ca1;
   end
1:begin
    an1<=8'b11111101;
    m<=~m;
    ca<=ca2;
    end
endcase
end
display a(clk1,mod1,ca1);
display b(clk1,mod2,ca2);
endmodule
module display(clk,count,cathode);
input clk;
input [3:0]count;
output  reg [7:0]cathode;
always@(posedge clk)
begin
case({count})
0:cathode=8'b00000011;
1:cathode=8'b10011111;
2:cathode=8'b00100101;
3:cathode=8'b00001101;
4:cathode=8'b10011001;
5:cathode=8'b01001001;
6:cathode=8'b11000001;
7:cathode=8'b00011111;
8:cathode=8'b00000001;
9:cathode=8'b00011001;
endcase
end
endmodule
--- design/flow/constraint.sdc ---
current_design mod100

set clk_period 4.1
set clk_io_pct 0.2

create_clock -name clk0 -period $clk_period [get_ports {clk}]

set non_clock_inputs [all_inputs -no_clocks]
set_input_delay [expr $clk_period * $clk_io_pct] -clock clk0 $non_clock_inputs
set_output_delay [expr $clk_period * $clk_io_pct] -clock clk0 [all_outputs]
--- design/flow/config.mk ---
export PLATFORM = sky130hd
export DESIGN_NAME = mod100
export DESIGN_NICKNAME = mod100
export VERILOG_FILES = /design/flow/design.v
export SDC_FILE = /design/flow/constraint.sdc
export NUM_CORES = 4
export LEC_CHECK = 1
export CORE_UTILIZATION = 40
--- design/flow/run.sh ---
#!/bin/bash
# OpenROAD 26Q1-2900-gdf79404cd8, Yosys 0.63+post, stock flow scripts
make -C /OpenROAD-flow-scripts/flow DESIGN_CONFIG=/design/flow/config.mk WORK_HOME=/design/flow/orfs finish
==> impl_results.rst <==
Metrics
=======

.. list-table::
   :header-rows: 1

   * - Metric
     - Value
   * - Largest cells by area
     - dfxtp_1 (38%), edfxtp_1 (11%), xnor2_1 (9.4%), nor2_1 (4.8%), ha_1 (4.1%)
   * - Number of violations of the max-capacitance limit
     - 0
   * - Worst hold margin
     - 464 ps
   * - Leakage power of the design
     - 1.63 nW
   * - Worst setup path startpoint
     - count1[0]$_SDFF_PN0_
   * - Dpl cell area
     - 4570 µm²
   * - Vias per std cell
     - 5.01
   * - # port buffers
     - 16
   * - Critical Path End Type
     - register
   * - Final setup violation count
     - 0
   * - Max Clk Rate
     - 427 MHz
   * - Part of the power in the clock network
     - 0.479
   * - Count of endpoints without a timing constraint
     - 61
   * - Register pins left without a clock
     - 32
   * - Final critical-path setup slack
     - 1760 ps
   * - Share of Yosys cell area claimed by the top area cell type
     - 0.382
   * - Launching element type of the critical path
     - register
   * - Width of the die
     - 106 µm
   * - Detailed placement HPWL
     - 4.98 mm
   * - Relative slew slack
     - 0.500
   * - Share of post-route cells with drive strength above 1
     - 0.0716
   * - Worst skew pair latency
     - 340 ps
   * - Power, Total
     - 1.23 mW
   * - Data arrival, critical path
     - 2310 ps
   * - Post-CTS repair timing setup buffer count
     - 0
   * - AND/OR/NAND/NOR Cells, Area Fraction
     - 0.236
   * - Antenna violations before repair
     - 0
   * - Largest stage delay on the critical path
     - 660 ps
   * - Capture point of the worst path
     - clk1$_DFFE_PN_
   * - Yosys warnings
     - 2
   * - Share of the core filled with cells
     - 0.462
   * - Initial DRC Count
     - 81
   * - Switching fraction of total power
     - 0.207
   * - Worst-path clk slew
     - 80 ps
   * - Post-detailed-route DRC marker count
     - 0
   * - Total standard cell area after synthesis
     - 4300 µm²
   * - Maximum fanout encountered on the critical timing path
     - 14
   * - Multiplexer share of the synthesized area
     - 0.0183
   * - Xor/xnor share of the synthesized area
     - 0.122
   * - CP max-delay cell
     - and2_0
   * - Worst min-delay path category
     - reg2reg
   * - Run status
     - complete, no violations
   * - Top cells by count, synth
     - dfxtp_1 (82), nor2_1 (55), xnor2_1 (46)
   * - Buffer and inverter count on the worst path
     - 1
   * - Core area
     - 10400 µm²
   * - Endpoints failing hold
     - 0
   * - Number of rows in the core area
     - 37
   * - Leading cell type by number of instances after synthesis
     - dfxtp_1
   * - Via count of the routed design
     - 2989
   * - Routability cong.
     - 0.876
   * - Cell Pwr Density
     - 258 nW/µm²
   * - Area Overhead vs Synth
     - 11.4%
   * - Number of flip-flops and latches in the synthesized netlist
     - 98
   * - Total cells reported by yosys after synthesis
     - 441
   * - Count of library flops with an enable pin
     - 16
   * - Cells along the critical path
     - inv_1, ha_1, nor4bb_1, nand4_1, nor4_1, and2_0
   * - Post-detailed-route wirelength per cell
     - 11.6 µm
   * - Total grt overflow
     - 0
   * - Clock tree from TritonCTS
     - done
   * - Fin area
     - 4790 µm²
   * - First-pass detailed-route iteration total
     - 4
   * - Fraction of the mapped netlist area in adder cells
     - 0.0408
   * - Number of levels the H-tree was split into
     - 3
   * - Power spent charging and discharging nets
     - 0.256 mW
   * - Number of warning messages in the logs
     - 35
   * - Largest net degree at the start of global routing
     - 24
   * - Number of standard cells after synthesis
     - 441
   * - Unrepaired setup endpoints after global routing
     - no
   * - Top-level port count
     - 17
   * - Reg2reg setup slack
     - 1760 ps
   * - Diode count
     - 0
   * - Final period demand of the worst path
     - 2340 ps
   * - Core utilization before placement
     - 0.414
   * - Max clock buf depth
     - 2
   * - Comb power frac
     - 0
   * - Post-synthesis chip area from yosys
     - 4300 µm²
   * - WP data required
     - 4070 ps
   * - Endpoint of the most critical register-to-register path
     - clk1$_DFFE_PN_
   * - Post-Place Setup Slack
     - 1740 ps
   * - Largest logic family
     - simple AND/OR/NAND/NOR gates
   * - Reg-to-reg critical path startpoint
     - count1[0]$_SDFF_PN0_
   * - Final period util
     - 0.571
   * - Seq/Total Area, Yosys
     - 0.494
   * - Distinct lib cells
     - 49
   * - Avg Cell Area, Syn
     - 9.75 µm²
   * - Number of clock buffers inserted by TritonCTS
     - 9
   * - Worst voltage drop across the vdd grid
     - 0.179 mV
   * - CTS Hold Bufs
     - 0
   * - Vertical die dimension
     - 106 µm
   * - Sequential share of power
     - 0.521
   * - Ys flop type
     - dfxtp_1
   * - Cell type contributing the most total cell area after synthesis
     - dfxtp_1
   * - Fin Clk Skew
     - 11.8 ps
   * - Chip Footprint
     - 11200 µm²
   * - Cell-internal power
     - 0.979 mW
   * - Total Routing Usage GR
     - 0.141
   * - Post-CTS sizing
     - 0
   * - Synthesized-area fraction occupied by ao, oa, aoi and oai cells
     - 0.0472
   * - Detailed-route wire length
     - 6.94 mm
   * - Number of cells on the worst reg-to-reg path
     - 6
   * - Async set-or-reset flop fraction in the synthesized netlist
     - 0
   * - Final Instance Count excl. Fillers
     - 597
   * - Number of routed nets with antenna violations
     - 0
   * - Critical path start-end classification
     - reg2reg
   * - Slew of the pin with the lowest slew margin
     - 750 ps
   * - Wire length of the first global-routing pass
     - 12.7 mm
   * - Top delay family on crit path
     - simple AND/OR/NAND/NOR gates
   * - Placed cells
     - 581
   * - Final-layout setup total negative slack
     - 0 ps
   * - Buffer cell driving the clock tree root
     - clkbuf_8
   * - Number of logic stages on the critical path including buffering
     - 6
   * - Via count of the first global-routing pass
     - 2785
   * - Max-slew violation count
     - 0
==> logic make-up after synthesis <==
family,count (synthesis)
adder cells (fa/ha/maj),14
flip-flops,98
AND-OR/OR-AND,32
buffers and inverters,39
multiplexers,7
other,1
AND/OR/NAND/NOR,190
XOR/XNOR,60
==> flip-flops by register name, summed over array words and instances (netlist names) <==
register and flops:
ca 8, clk2 1, clk1 1, mod1 4, b.cathode 7, a.cathode 7
an1 2, mod2 4, count2 32, count1 32
==> area by class of cell <==
type	count	area, µm²
inverters	24	90.1
flip-flops and latches	98	2120
fillers	949	5580
repair buffers	19	183
clock inverters	5	58.8
well taps	136	170
clock buffers	11	163
multi-input cells	304	2000
==> per-layer routing <==
layer	global-route usage	wire length, µm
met5	0	0
met4	0.0149	57
met1	0.225	3570
met3	0.0278	215
met2	0.214	3090
==> placed cells by master, fill, tap and decap left out, drive strengths merged, types with 3 or more instances in the layout <==
master         instances
nand2                 29
o21ai                 11
and3                   5
nand3                 22
nor4                  15
a21oi                  6
xnor2                 46
mux2                   7
and4                   7
buf                    3
dfxtp                 82
nor2                  55
ha                    14
nand4                 24
clkinv                 3
nor4b                  4
xor2                  14
inv                   25
and2                   4
clkdlybuf4s50         16
nor3                  13
edfxtp                16
clkbuf                11
nor2b                  3
==> worst min path at each step <==
| stage | from | endpoint | cells past startpoint |
|---|---|---|---|
| after CTS | count2[0]$_SDFF_PN0_ | count2[0]$_SDFF_PN0_ | 1 |
| after global routing | count2[31]$_SDFF_PN0_ | count2[31]$_SDFF_PN0_ | 1 |
| final | count2[0]$_SDFF_PN0_ | count2[0]$_SDFF_PN0_ | 1 |
==> power groups by stage <==
stage     clock network [mW]  logic (mW)  registers [mW]
5_1_grt                0.637    0.000150           0.643
4_1_cts                0.604   0.0000835           0.643
6_report               0.591   0.0000751           0.643
No activity file was given, so power comes from the tool's default toggle rates.
