## /design/flow/design.v

```verilog
`timescale 1ns / 1ps
module incore(
        input clk,
        input [31:0] INSTR,
       output reg [31:0] ALUResult
    );
    reg [31:0] PC;
    reg [31:0] instr  ;
    wire [4:0] rd;
    wire [4:0] rs1;
    wire [4:0] rs2;
    wire [2:0] funct3;
    wire [6:0] funct7;
    wire [6:0] opcode;
    wire WriteBackEn;
    Decoder MyDecoder(
                 .instr(instr),
                 .rd(rd),
                 .WriteBackEn(WriteBackEn),
                 .rs1(rs1),
                 .rs2(rs2),
                 .funct3(funct3),
                 .funct7(funct7),
                 .opcode(opcode)
                 );
    reg [31:0] Data_in ;
    wire [31:0] Regdata1;
    wire [31:0] Regdata2;
     RegisterFile MyRegFile(
                 .clk(clk),
                 .Data_in(Data_in),
                 .Wr_idx(rd),
                 .En(WriteBackEn),
                 .R1_idx(rs1),
                 .R2_idx(rs2),
                 .Reg_1(Regdata1),
                 .Reg_2(Regdata2)
                 );
   wire [31:0] aluout;
    reg [31:0] aluIn1;
    reg [31:0] aluIn2;
    ALU MyALU(
             .In1(aluIn1),
             .In2(aluIn2),
             .opcode(opcode),
             .funct3(funct3),
             .funct7(funct7),
             .Result(aluout)
              );
       reg [2:0] state = 3'b000;
       parameter s0=3'b000, s1=3'b001, s2=3'b010, s3=3'b011 ;
    always @(posedge clk)
    begin
        case(state)
        s0    :      begin
                     instr <= INSTR;
                     #5;
                     state <= s1;
                     end
       s1     :      begin
                     aluIn1 <= Regdata1;
                aluIn2 <= Regdata2;
                #5;
                     state <= s2;
                     end
       s2     :      begin
                     ALUResult <= aluout;
                     Data_in <= aluout;
                     #5;
                     state <= s3;
                     end
         endcase
         end                                                                    
endmodule
module ALU(
    input [31:0] In1,
    input [31:0] In2,
    input [6:0] opcode,
    input [2:0] funct3,
    input [6:0] funct7,
    output reg [31:0] Result
    );
        always@(*)
  begin
   case({funct7,funct3,opcode})
   17'b00000000000110011 : begin
           Result = In1 + In2;
          end
   17'b01000000000110011 : begin
           Result = In1 - In2;
          end
   17'b00000000010110011 : begin
           Result = In1 << In2;
          end
   17'b00000000100110011 : begin
           Result = (In1 < In2) ? 1 : 0;
          end
   17'b00000000110110011 : begin
           Result = (In1 < In2) ? 1 : 0;
          end
   17'b00000001000110011 : begin
           Result = In1 ^ In2;
          end
    17'b00000001010110011 : begin
           Result = In1 >> In2;
          end
    17'b01000001010110011 : begin
           Result = In1 >> In2;
          end
    17'b00000001100110011 : begin
           Result = In1 | In2;
          end
    17'b00000001110110011 : begin
           Result = In1 & In2;
           end                                          
   endcase
  end
endmodule
module Decoder(
    input [31:0] instr,
    output wire [4:0]  rd,
    output wire [4:0]  rs1,
    output wire [4:0]  rs2,
    output wire [2:0] funct3,
    output wire [6:0] funct7,
    output wire [6:0] opcode,
    output wire WriteBackEn
    );
    assign opcode = instr[6:0];
    assign rd     = instr[11:7];
    assign funct3 = instr[14:12];
    assign rs1    = instr[19:15];
    assign rs2    = instr[24:20];
    assign funct7 = instr[31:25];
endmodule
module Memory(
    input clk,
    input [31:0] PC,
    input rd,
    input wr,
    input [31:0] inputdata,
    output reg [31:0] outputdata
    );
    reg [31:0] memory [15:0];
    always@(posedge clk) begin
        if (wr) begin
            memory[PC] <= inputdata;
        end      
        if (rd) begin
            outputdata <= memory[PC];
        end
    end
endmodule
module RegisterFile(
    input clk,
    input [31:0] Data_in,
    input [4:0] Wr_idx,
    input En,
    input [4:0] R1_idx,
    input [4:0] R2_idx,
    output [31:0] Reg_1,
    output [31:0] Reg_2    
    );
    reg [31:0] GPR [15:0];
    initial
    begin
     GPR[1] = 32'd1;
     GPR[2] = 32'd2;
     GPR[3] = 32'd3;
     end
    assign Reg_1 = GPR[R1_idx];
    assign Reg_2 = GPR[R2_idx];
    always @(negedge clk)
    begin
     GPR[Wr_idx] <= Data_in;
    end
endmodule
```

## /design/flow/run.sh

```bash
#!/bin/bash
# OpenROAD 26Q1-2900-gdf79404cd8, Yosys 0.63+post, stock flow scripts
make -C /OpenROAD-flow-scripts/flow DESIGN_CONFIG=/design/flow/config.mk WORK_HOME=/design/flow/orfs finish
```

## /design/flow/config.mk

```make
export PLATFORM = sky130hd
export DESIGN_NAME = Memory
export DESIGN_NICKNAME = Memory
export VERILOG_FILES = /design/flow/design.v
export SDC_FILE = /design/flow/constraint.sdc
export NUM_CORES = 4
export LEC_CHECK = 1
export CORE_UTILIZATION = 40
```

## /design/flow/constraint.sdc

```tcl
current_design Memory

set clk_period 5.4
set clk_io_pct 0.2

create_clock -name clk0 -period $clk_period [get_ports {clk}]

set non_clock_inputs [all_inputs -no_clocks]
set_input_delay [expr $clk_period * $clk_io_pct] -clock clk0 $non_clock_inputs
set_output_delay [expr $clk_period * $clk_io_pct] -clock clk0 [all_outputs]
```

==> ds_physical_params.txt <==
Table: implementation figures

Parameter                              Value

Status
  Outcome    completed

Clock tree
  # Post-CTS Setup Buffers    0
  Bufs on Longest Clock Path    3
  CTS sink cnt    around 540
  Clock latency (worst-skew pair)    around 600 ps
  TritonCTS clock tree    done
  Clock transition at the registers of the reported paths    roughly 60 ps
  Total of cells resized after clock tree synthesis    0
  Cts bufs inserted    55
  Post-cts hold-fix buffer tally    0
  CTS H-tree lvls    2
  Master cell of the clock root buffer    clkbuf_16

Global routing
  Wire length of the first global-routing pass    approximately 63000 µm
  Global-route met1 utilization    25.69%
  Met3 track utilization from global routing    between 10% and 20%
  Number of antenna violations at the first check in global routing    1
  Overall routing resource usage    18.95%
  Vias in the first global route    approximately 10000
  Maximum number of pins on one net before global-route repair    between 90 and 100
  Total congestion overflow after global routing    0
  Most used routing layer    met2
  Routing usage on met2    between 20% and 30%

Floorplan
  Chip area    around 0.051 mm²
  Number of primary I/O pins    slightly below 100
  FP Rows    between 80 and 90
  Area inside the core boundary    0.04936 mm²
  Die span in x    ~230 µm
  Floorplan utilization    between 40 and 50%
  Overall die height    between 200 and 250 µm

Flow run
  Max cap viols    0
  Tally of OpenROAD warnings    about 53

STA
  Worst slew pin tran    797.5 ps
  Final-report max-slew violation count    0
  Final critical path time including I/O delays and setup    about 3200 ps
  Final worst clock skew    19.52 ps
  RSZ-0062 raised after global routing    false
  Max frequency    315.1 MHz
  Number of setup violations in the final report    0
  Worst relative slew slack    between 40% and 50%
  Final cycle utilization of the critical path    slightly below 60%
  Setup_tns    0 ps
  Final-report hold violation count    0

Layout
  Area grow syn2layout    16.99%
  Most used cells in the layout excluding fill and tap cells    544 x edfxtp_1, 128 x mux4_2, 67 x clkdlybuf4s50_1
  Utilization after layout    47.84%
  Most frequent logic cell in the layout    edfxtp_1
  FILL cells    between 3000 and 4000
  Tally of non-filler cells in the final layout    between 1500 and 2000
  Fraction of final layout cells with drive strength greater than 1    roughly a quarter

Route
  Post-route ant nets    0
  Total inserted antenna cells    0
  First-pass detailed-route iteration total    4
  Remaining DRCs    0
  DR iter-0 viols    531
  Total routed wirelength    a little over 40000 µm
  Average wire length per cell after detail routing    24.94 µm
  Total vias in the final route    ~9000
  Average via count per standard cell    roughly 5.4

Setup path
  Worst Setup SP    PC[3]
  CP arrival    about 3400 ps
  Worst-case reg-to-reg path depth    3
  Largest fanout on the critical path    21
  CP Cell Sequence    clkdlybuf4s50_1 > or3b_2 > nor2_4 > buf_4
  Capturing element type of the critical path    flop
  Crit-path leading delay family    simple AND/OR/NAND/NOR gates
  Count of buffer and inverter cells on the critical path    2
  R2r endpoint    outputdata[27]
  Start-to-end type of the worst setup path    input pin to flop
  Required time of the critical path    around 5600 ps
  Cell with the biggest individual delay on the critical path    or3b_2
  Setup slack of the worst register-to-register path    ~3800 ps
  Maximum cell stage delay along the critical path    about 660 ps
  Reg2reg start    memory[11][27]
  Worst setup SP type    input pin

Placement
  Number of buffers inserted by port buffering    ~70
  DPL Wire Length    approximately 22000 µm
  Placer congestion estimate    roughly 0.76
  Number of placed instances with taps included    approximately 1600

Min path
  Endpoint with the worst hold slack    outputdata[1]
  Worst hold path cell count    3
  Start point of the worst hold path    memory[7][1]
  Classification of the worst-slack hold path    flop to flop

Yosys
  Syn Std Cell Area    between 0.02 and 0.025 mm²
  Chip area in the Yosys report    between 0.02 and 0.025 mm²
  Number of cell instances after yosys synthesis    840
  Number of warnings issued by yosys    1
  Average instance area after synthesis    between 20 and 25 µm²
  Post-synth regs    between 500 and 600
  Post-synthesis instance total    840
  Sequential area share after synthesis    80.94%
  Library cells used by synthesis    16

Power and ir drop
  Power density over the cells    roughly 370 mW/mm²
  Maximum ir drop on the vdd rail    0.2754 mV
  Static Leakage    between 0.007 and 0.008 µW
## routing by layer
layer  share of wire [%]  vias up  routed length (µm)
li1                    -     3841                   -
met1                  35     4547               14550
met2                  48      526               20050
met3                  14       65                5803
met4                 2.1        6                 884
met5                0.30        -                 124
## state kept, by name (all words and copies together) (netlist names)
signal / count
memory: 512
outputdata: 32
## tightest hold or removal path, delay by kind of cell (launching register included)
family / cells / cell delay (ps)
multiplexers: 1 / 220
AND-OR/OR-AND: 1 / 50
flip-flops: 1 / 320
AND/OR/NAND/NOR: 1 / 70
## area by class of cell
type                       count  area, µm²  share of cell area (%)
sequential                   544      16340                   69.19
multi-input combinational    251       3750                   15.88
clock buffer                  65       1435                   6.078
timing repair buffer          98      973.4                   4.123
tap                          664      830.8                   3.519
clock inverter                38      286.5                   1.214
## report_power, final
group | total (µW) | switching (µW) | internal [µW]
clock | 3610 | 1530 | 2080
combinational | 428 | 235 | 194
sequential | 4780 | 20.8 | 4760
## stage by stage
stage | worst slack (ps) | hold WS (ps) | total power, µW | instance area (µm²)
final | 2226 | 746.6 | 8821 | 23610
after detailed placement | 1625 | 744.1 | 5309 | 21890
after global routing | 2147 | 768.5 | 9117 | 23610
after floorplan | 1078 | 710.3 | 5088 | 20180
after global placement | 1674 | 740.3 | 5300 | 21890
after CTS | 2258 | 756.5 | 8916 | 23610
## logic make-up after synthesis
logic type | share of synthesized area [%]
compound gates | 2.381
buf+inv | 1.147
flops | 80.94
mux | 14.28
simple gates | 1.252
## how the worst max path moves through the flow
stage	endpoint	slack, ps	depth (start not counted)
finish	memory[2][13]	2230	4
global route	memory[2][13]	2150	4
CTS	memory[2][13]	2260	4
## synth_stat cells
cell type  instances  share of area, %
a22oi_1           64               2.4
and2_1             1             0.031
buf_2             11              0.27
buf_4              1             0.037
buf_6              6              0.33
clkbuf_1          27              0.50
edfxtp_1         544                81
mux4_2           128                14
nand2_1           33              0.61
nand2b_1           2             0.062
nand3_1            1             0.025
nand3b_1           2             0.074
nor2_1            13              0.24
nor2b_1            2             0.062
nor3_1             4             0.099
or3b_2             1             0.043
Power figures rest on the tool's default switching activity, not on a simulated workload.
